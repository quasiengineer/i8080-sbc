==> /design/flow/design.v <==
module uart_fifo_simple #(
    parameter DEPTH = 128
)(
    input  wire clk,
    input  wire rst,
    input  wire [7:0] data_in,
    input  wire       write_req,
    output reg [7:0]  data_out,
    output reg        valid_out,
    input  wire       uart_busy
);
    localparam ADDR_WIDTH = $clog2(DEPTH);
    reg [7:0]            queue[0:DEPTH - 1];
    reg [ADDR_WIDTH-1:0] write_ptr;
    reg [ADDR_WIDTH-1:0] read_ptr;
    reg [ADDR_WIDTH:0]   count;
    wire empty = (count == 0);
    wire full = (count == DEPTH);
    wire read_en = !empty && !uart_busy && !valid_out;
    always @(posedge clk) begin
        if (rst) begin
            write_ptr <= 0;
            read_ptr <= 0;
            data_out <= 0;
            count <= 0;
            valid_out <= 0;
        end else begin
            case ({write_req && !full, read_en})
                2'b01: count <= count - 1;
                2'b10: count <= count + 1;
            endcase
            if (write_req && !full) begin
                queue[write_ptr] <= data_in;
                write_ptr <= (write_ptr == DEPTH - 1) ? 0 : write_ptr + 1;
            end
            if (read_en) begin
                data_out <= queue[read_ptr];
                valid_out <= 1;
                read_ptr <= (read_ptr == DEPTH - 1) ? 0 : read_ptr + 1;
            end else if (!uart_busy) begin
                valid_out <= 0;
            end
        end
    end
endmodule
==> /design/flow/run.sh <==
#!/bin/bash
# OpenROAD 26Q1-2900-gdf79404cd8, Yosys 0.63+post, stock flow scripts
make -C /OpenROAD-flow-scripts/flow DESIGN_CONFIG=/design/flow/config.mk WORK_HOME=/design/flow/orfs finish
==> /design/flow/config.mk <==
export PLATFORM = sky130hd
export DESIGN_NAME = uart_fifo_simple
export DESIGN_NICKNAME = uart_fifo_simple
export VERILOG_FILES = /design/flow/design.v
export SDC_FILE = /design/flow/constraint.sdc
export NUM_CORES = 4
export LEC_CHECK = 1
export CORE_UTILIZATION = 50
==> /design/flow/constraint.sdc <==
current_design uart_fifo_simple

set clk_period 34.2
set clk_io_pct 0.2

create_clock -name clk0 -period $clk_period [get_ports {clk}]

set non_clock_inputs [all_inputs -no_clocks]
set_input_delay [expr $clk_period * $clk_io_pct] -clock clk0 $non_clock_inputs
set_output_delay [expr $clk_period * $clk_io_pct] -clock clk0 [all_outputs]
==> flow_summary.toml <==
# physical design summary
[clock_network]
clk_latency_ns = 0.67
root_buffer = "clkbuf_16"
cts_resized = 0
clock_sinks = 1055
cts.reportedPaths.clkPinSlew_ns = 0.06
clock_path_buffers = 3
cts_setup_buffers = 0
cts_tree = "built"
postCtsHoldBufs = 0
cts_buffers = 106
htree_levels = 3

[yosys]
ys.flops = 1055
yosysWarnings = 1
yosys.cell_types.count = 66
synth_area_leader_cell = "edfxtp_1"
synthesis.area_mm2 = 0.04154
ys_chip_area_mm2 = 0.04154
ys_cells = 2092
ys_top_cells_by_area = "edfxtp_1 (74%), mux4_2 (11%), mux2i_1 (3.6%)"
synth-async-reset-ratio_pct = 0
edf_count = 1024
top_cell_area_share_pct = 74.02
synthCells = 2092
ys.flop_type = "edfxtp_1"
avgSynthCellArea_um2 = 19.86
yosysSeqAreaShare_pct = 75.52

[global_routing]
top_usage_layer = "met1"
grt_use_met2_pct = 37.17
grt-ovfl-total = 0
grt_usage_pct = 26.21
grt_start_max_net_pins = 80
grt_pass1_wl_um = 143500
use_met3_pct = 17.07
antenna_found_initial = 1
grt.met1_usage_pct = 37.81
grt_pass1_vias = 22430

[power_and_ir_drop]
powerDensity_mw_per_mm2 = 67.41
p_int_mw = 2.354
comb_power_share_pct = 16.3
leakage_nw = 14.19
switching_power_mw = 0.7681
power_frac_clock_pct = 37.1
swShare_pct = 24.60
seq_power_share_pct = 46.6
vdd_drop_max_uv = 40.39
finalPower_mw = 3.122

[job]
maxCapViolations = 0
warnings = 27

[drt]
insertedDiodeCount = 0
postRouteWirelength_um = 95210
drt_pass1_iterations = 7
vias_per_cell = 6.079
remaining_drc_errors = 0
wl_per_cell_um = 28.69
via_count = 20180
drt_iter0_drc = 1348
drt.antenna.violating_nets = 0

[worst_setup_path]
critPathKind = "in -> reg"
cp_max_fo = 16
worst_setup_path_end_kind = "register"
crit_required_ns = 34.78
startpoint_type = "input port"
arrival_ns = 10.71

[layout]
area_growth_pct = 11.49
fillerInstances = 5947
mostFrequentLayoutCells = "edfxtp_1 (1024), mux4_2 (205), nor2_1 (156)"
register_area_mm2 = 0.03138
final_util_pct = 56.40
mostFrequentLayoutCell = "edfxtp_1"
comb_area_mm2 = 0.009453
drive_gt1_share_pct = 20.54

[timing]
fmax_mhz = 98.78
skew_ns = 0.02332
rsz0062_at_grt = "false"
finalSetupViolations = 0
drv_slew = 0
final_hold_viol_count = 0
fin_crit_sh_pct = 29.60
tightest_slew_ns = 0.9776
fin_tns_setup_ns = 0
slew_headroom_pct = 34.22
period_minus_slack_ns = 10.12

[hold_path]
hp-class = "reg -> reg"

[floorplanning]
fp_util_pct = 50.59
core_mm2 = 0.08211
ioPinCount = 21
chipArea_mm2 = 0.08424
die_w_um = 290.2
fp.dieH_um = 290.2
row_count = 105

[place]
gp_congestion = 0.9180
hpwl_um = 58600
numPortBuffers = 20

[run_status]
outcome = "complete, no violations"
power groups by stage:
stage,registers (mW),clock network [mW],logic (mW)
after CTS,1.46,1.18,0.521
after global routing,1.46,1.23,0.552
final,1.46,1.16,0.509
flip-flops by register name, summed over array words and instances, names as in the netlist:
signal and count:
queue 1024, write_ptr 7, data_out 8, count 8
read_ptr 7, valid_out 1
metrics by stage:
step | setup WS (ns) | hold WS (ns) | area, um^2 | cells
2_1_floorplan | 24.72 | 0.4367 | 41540 | 2092
3_3_place_gp | 23.37 | 0.4842 | 42800 | 3121
3_5_place_dp | 23.44 | 0.4820 | 42800 | 3121
4_1_cts | 24.12 | 0.4911 | 46310 | 3319
5_1_grt | 23.74 | 0.5020 | 46310 | 3319
6_report | 24.08 | 0.4888 | 46310 | 3319
cell families after synthesis:
| logic type | share of synthesized area (%) |
|---|---|
| muxes | 15.35 |
| and+or+nand+nor | 3.530 |
| DFF | 75.52 |
| xor gates and xnor gates | 0.2319 |
| AOI/OAI and AO/OA | 3.292 |
| adders and majority gates | 0.3494 |
| buffers and inverters | 1.726 |
layout make-up:
type | count | share of cell area [%]
timing repair buffer | 74 | 1.291
sequential | 1055 | 67.76
clock buffer | 128 | 5.998
clock inverter | 70 | 1.578
tap | 1070 | 2.891
multi-input combinational | 913 | 20.41
inverter | 9 | 0.07294
synthesized netlist by cell type, types with 5 or more instances:
cell and n:
edfxtp_1 1024, mux4_2 205, nor2_1 156, mux2i_1 150
nand2_1 62, buf_2 45, o22ai_1 41, a21oi_1 40
clkbuf_1 32, dfxtp_1 31, nand3_1 19, nor3_1 19
a211oi_1 18, mux2_2 16, o21ai_0 16, buf_4 14
nor2b_1 14, a22oi_1 13, buf_6 13, o221ai_1 13
ha_1 10, a22o_1 9, a31oi_1 8, buf_1 7
nor4_1 7, xnor2_1 7, inv_1 6, nand3b_1 6
and2_1 5, or2_2 5, or3_1 5
critical path, cell delays in order:
cell	delay, ns
clkdlybuf4s50_1	0.43
nor2_1	0.10
o21a_1	0.57
inv_1	0.40
ha_1	0.31
inv_1	0.28
ha_1	0.30
a21o_1	0.19
a211o_1	0.31
a2111oi_0	0.45
o211ai_1	0.19
a21o_1	0.20
a21oi_1	0.12
metal layers:
layer / up-vias / wire, um
met5: - / 146
met4: 10 / 2460
met3: 143 / 13980
met2: 1075 / 44930
met1: 10210 / 33690
li1: 8739 / -
final timing paths:
check	start	endpoint	slack, ns	cells after the start
worst max-delay path	uart_busy	count[7]	24.08	13
worst min-delay path	count[4]	count[4]	0.49	2
worst max register to register	read_ptr[1]	data_out[0]	29.16	9
worst min register to register	count[4]	count[4]	0.49	2
Power and IR drop assume default switching activity.
