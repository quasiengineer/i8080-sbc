===== flow/design.v =====
module i8080_controller( 
    input  wire clk,
    input  wire dev_rst,
    output wire rst,
    output reg i8080_clk_rst,
    output reg          uart_tx_req,
    output reg [7:0]    uart_tx_data,
    input wire          uart_tx_busy,
    input wire          uart_rx_valid,
    input wire [7:0]    uart_rx_data,
    input wire          uart_rx_busy,
    input  wire         sram_valid,
    input  wire  [7:0]  sram_datain,
    input  wire         sram_busy,
    output reg          sram_read,
    output reg          sram_write,
    output wire  [15:0] sram_addr,
    output wire  [7:0]  sram_dataout,
    output reg          sram_req,
    output reg          i8080_reset,
    input  wire         i8080_clk
);
    localparam CMD_OUT_ACK = 8'h01, CMD_OUT_RESULT = 8'h02;
    localparam CMD_IN_WRITE_DUMP = 8'h01, CMD_IN_WRITE_BYTE = 8'h02, CMD_IN_READ_BYTE = 8'h03, CMD_IN_RESET = 8'h04;
    localparam CMD_STATE_IDLE = 3'd0, CMD_STATE_READ_DATA = 3'd1, CMD_STATE_READY = 3'd2, CMD_STATE_FINISHED = 3'd3, CMD_STATE_ACKED = 3'd4;
    localparam CMD_READ_DATA_STATE_RAM_REQ = 4'd0, CMD_READ_DATA_STATE_DATA = 4'd1, 
        CMD_READ_DATA_STATE_UART_OPCODE = 4'd2, CMD_READ_DATA_STATE_UART_OPCODE_SENT = 4'd3, CMD_READ_DATA_STATE_UART_DATA = 4'd4, CMD_READ_DATA_STATE_UART_DATA_SENT = 4'd5;
    localparam CMD_WRITE_DATA_STATE_RAM_REQ = 4'd0, CMD_WRITE_DATA_STATE_DATA = 4'd1;
    localparam CMD_WRITE_DUMP_STATE_READ_DATA = 4'd0, CMD_WRITE_DUMP_STATE_WRITE_MEM = 4'd1, CMD_WRITE_DUMP_STATE_WRITTEN = 4'd2;
    reg [2:0]  in_state;
    reg [3:0]  in_cmd_state;
    reg [7:0]  in_cmd_opcode;
    reg [15:0] in_cmd_addr;
    reg [7:0]  in_cmd_value;
    reg [1:0]  in_byte_count;
    reg [15:0] sram_addr_reg;
    reg [7:0]  sram_data_reg;
    reg        reset_i8080_resetting;
    reg [4:0]  reset_i8080_cnt;
    reg        reset_i8080_trigger, reset_i8080_ack, reset_i8080_ack_sync0, reset_i8080_ack_sync1;
    assign sram_dataout = sram_data_reg;
    assign sram_addr = sram_addr_reg;
    assign rst = !dev_rst;
    always @(posedge clk) begin
        if (rst) begin
            sram_read <= 0;
            sram_write <= 0;
            sram_req <= 0;
            uart_tx_data  <= 0;
            uart_tx_req <= 0;
            in_state <= CMD_STATE_IDLE;
            reset_i8080_trigger <= 0;
            i8080_clk_rst <= 1;
        end
        else begin
            case (in_state)
                CMD_STATE_IDLE: begin
                    in_byte_count <= 0;
                    in_cmd_state <= 0;
                    if (uart_rx_valid) begin
                        in_cmd_opcode <= uart_rx_data;
                        sram_req <= 1;
                        if (uart_rx_data == CMD_IN_RESET)
                            in_state <= CMD_STATE_READY;
                        else
                            in_state <= CMD_STATE_READ_DATA;
                    end
                end
                CMD_STATE_READ_DATA: begin
                    if (in_cmd_opcode == CMD_IN_WRITE_DUMP && in_byte_count == 2) begin
                        case (in_cmd_state)
                            CMD_WRITE_DUMP_STATE_READ_DATA: begin
                                if (uart_rx_valid) begin
                                    in_cmd_value <= uart_rx_data;
                                    in_cmd_addr <= in_cmd_addr - 1;
                                    in_cmd_state <= CMD_WRITE_DUMP_STATE_WRITE_MEM;
                                end
                            end
                            CMD_WRITE_DUMP_STATE_WRITE_MEM: begin
                                sram_data_reg <= in_cmd_value;
                                sram_write <= 1;
                                sram_read <= 0;
                                sram_addr_reg <= in_cmd_addr;
                                if (sram_busy == 0) begin
                                    in_cmd_state <= CMD_WRITE_DUMP_STATE_WRITTEN;
                                end    
                            end
                            CMD_WRITE_DUMP_STATE_WRITTEN: begin
                                sram_write <= 0;
                                if (in_cmd_addr == 0)
                                    in_state <= CMD_STATE_FINISHED;
                                else 
                                    in_cmd_state <= CMD_WRITE_DUMP_STATE_READ_DATA;
                            end
                        endcase
                    end
                    else if (uart_rx_valid) begin
                        if (in_byte_count == 0)
                            in_cmd_addr[15:8] <= uart_rx_data;
                        else if (in_byte_count == 1) begin
                            in_cmd_addr[7:0] <= uart_rx_data;
                            if (in_cmd_opcode == CMD_IN_READ_BYTE)
                                in_state <= CMD_STATE_READY;
                        end
                        else begin
                            in_cmd_value <= uart_rx_data;
                            in_state <= CMD_STATE_READY;
                        end
                        in_byte_count <= in_byte_count + 1;
                    end
                end
                CMD_STATE_READY: begin
                    case (in_cmd_opcode)
                        CMD_IN_WRITE_BYTE: begin
                            case (in_cmd_state)
                                CMD_WRITE_DATA_STATE_RAM_REQ: begin
                                    sram_data_reg <= in_cmd_value;
                                    sram_write <= 1;
                                    sram_read <= 0;
                                    sram_addr_reg <= in_cmd_addr;
                                    if (sram_busy == 0) begin
                                        in_cmd_state <= CMD_WRITE_DATA_STATE_DATA;
                                    end                                
                                end
                                CMD_WRITE_DATA_STATE_DATA: begin
                                    sram_write <= 0;
                                    in_state <= CMD_STATE_FINISHED;
                                end                                
                            endcase
                        end
                        CMD_IN_READ_BYTE: begin
                            case (in_cmd_state)
                                CMD_READ_DATA_STATE_RAM_REQ: begin
                                    if (sram_busy == 0) begin
                                        sram_addr_reg <= in_cmd_addr;
                                        sram_read <= 1;
                                        in_cmd_state <= CMD_READ_DATA_STATE_DATA;
                                    end                                    
                                end
                                CMD_READ_DATA_STATE_DATA: begin
                                    if (sram_busy == 0 && sram_valid == 1) begin
                                        sram_read <= 0;
                                        in_cmd_value <= sram_datain;
                                        in_cmd_state <= CMD_READ_DATA_STATE_UART_OPCODE;
                                    end     
                                end
                                CMD_READ_DATA_STATE_UART_OPCODE: begin
                                    if (!uart_tx_busy) begin
                                        uart_tx_data <= CMD_OUT_RESULT;
                                        uart_tx_req <= 1;
                                        in_cmd_state <= CMD_READ_DATA_STATE_UART_OPCODE_SENT;
                                    end
                                end
                                CMD_READ_DATA_STATE_UART_OPCODE_SENT: begin
                                    uart_tx_req <= 0;
                                    in_cmd_state <= CMD_READ_DATA_STATE_UART_DATA;
                                end
                                CMD_READ_DATA_STATE_UART_DATA: begin
                                    if (!uart_tx_busy) begin
                                        uart_tx_data <= in_cmd_value;
                                        uart_tx_req <= 1;
                                        in_cmd_state <= CMD_READ_DATA_STATE_UART_DATA_SENT;
                                    end
                                end
                                CMD_READ_DATA_STATE_UART_DATA_SENT: begin
                                    uart_tx_req <= 0;
                                    in_state <= CMD_STATE_FINISHED;
                                end
                            endcase
                        end
                        CMD_IN_RESET: begin
                            i8080_clk_rst <= 0;
                            reset_i8080_trigger <= 1;
                            in_state <= CMD_STATE_FINISHED;
                        end                            
                    endcase
                end
                CMD_STATE_FINISHED: begin
                    if (!uart_tx_busy) begin
                        uart_tx_data <= CMD_OUT_ACK;
                        uart_tx_req <= 1;
                        in_state <= CMD_STATE_ACKED;
                    end
                end
                CMD_STATE_ACKED: begin
                    uart_tx_req <= 0;
                    sram_req <= 0;
                    in_state <= CMD_STATE_IDLE;
                end
            endcase
            if (reset_i8080_ack_sync1)
                reset_i8080_trigger <= 0;
        end
    end
    always @(posedge clk) begin
        reset_i8080_ack_sync0 <= reset_i8080_ack;
        reset_i8080_ack_sync1 <= reset_i8080_ack_sync0;
    end
    always @(posedge i8080_clk) begin
        if (rst) begin
            i8080_reset <= 0;
            reset_i8080_resetting <= 0;
            reset_i8080_ack <= 0;
        end 
        else begin
            if (!reset_i8080_resetting) begin
                if (reset_i8080_trigger) begin
                    reset_i8080_ack <= 1;
                    reset_i8080_cnt <= 0;
                    reset_i8080_resetting <= 1;
                    i8080_reset <= 1;
                end
            end
            else begin
                if (reset_i8080_cnt < 20)
                    reset_i8080_cnt <= reset_i8080_cnt + 1;
                else begin
                    i8080_reset <= 0;
                    reset_i8080_resetting <= 0;
                    reset_i8080_ack <= 0;
                end
            end
        end
    end
endmodule

===== flow/run.sh =====
#!/bin/bash
# OpenROAD 26Q1-2900-gdf79404cd8, Yosys 0.63+post, stock flow scripts
make -C /OpenROAD-flow-scripts/flow DESIGN_CONFIG=/design/flow/config.mk WORK_HOME=/design/flow/orfs finish

===== flow/constraint.sdc =====
current_design i8080_controller

set clk_period 4.7
set clk_io_pct 0.2

create_clock -name clk0 -period $clk_period [get_ports {clk}]
create_clock -name clk1 -period $clk_period [get_ports {i8080_clk}]

set non_clock_inputs [all_inputs -no_clocks]
set_input_delay [expr $clk_period * $clk_io_pct] -clock clk0 $non_clock_inputs
set_output_delay [expr $clk_period * $clk_io_pct] -clock clk0 [all_outputs]

===== flow/config.mk =====
export PLATFORM = sky130hd
export DESIGN_NAME = i8080_controller
export DESIGN_NICKNAME = i8080_controller
export VERILOG_FILES = /design/flow/design.v
export SDC_FILE = /design/flow/constraint.sdc
export NUM_CORES = 4
export LEC_CHECK = 1
export CORE_UTILIZATION = 40

==> impl_metrics.yaml <==
# synthesis and place-and-route metrics
run_status:
  status: "finished, final reports clean"
logic_synthesis:
  yosysSeqAreaShare_pct: 57.31
  edf_count: 63
  yosysChipArea_mm2: 0.004314
  synth.most_common_cell: "edfxtp_1"
  syn_area_mm2: 0.004314
  synth_cell_types: 71
  ys.flops: 92
  ff_type: "edfxtp_1"
  synth_top_area_share_pct: 43.85
  async_flop_share_pct: 0
  top_area_cell: "edfxtp_1"
  synthCells: 380
  area_leaders: "edfxtp_1 44%, dfxtp_1 13%, nor2_1 2.6%, a21oi_1 2.6%, mux2_2 2.3%"
  synth.top_cells.by_count: "63 x edfxtp_1, 30 x nor2_1, 29 x dfxtp_1"
  postSynthAreaPerCell_um2: 11.35
  yosys_cells: 380
  ys_warn_count: 1
detailed_routing:
  avgViaCountPerCell: 5.498
  dr.pass1.iters: 4
  wl_met2_mm: 4.344
  n_antenna_cell: 0
  wl_met1_mm: 4.434
  dr_wl_met3_um: 645
  dr_total_vias: 3200
  antenna_left: 0
  wl_per_cell_um: 16.43
  drc: 0
  routed_wirelength_mm: 9.560
  drtIter0Drc: 198
  highest_layer: "met4"
worst_hold_path:
  worstHoldPathType: "reg -> reg"
  hold_depth: 0
  hp-start: "reset_i8080_ack"
  holdPathEnd: "reset_i8080_ack_sync0"
timing:
  finClkSkew_ns: 0.008428
  tightestPinTransition_ns: 0.9370
  rsz0062_at_grt: "false"
  hold_viol: 0
  finalSetupViolations: 0
  max_slew_margin_pct: 36.65
  setup-tns-final_ns: 0
  slew_viol_final: 0
pwr:
  ir_drop_uv: 232.1
  p_leak_uw: 0.001722
  p_per_area_mw_per_mm2: 305.4
  fin_total_pwr_uw: 1608
cells_and_area:
  area_delta_synth_final_pct: 22.07
  final_util_pct: 50.78
  layout-drive-gt1-share_pct: 10.76
  final_area_mm2: 0.005266
run:
  tool_warnings: 29
  cap_viol_max_count: 0
place:
  placed_cell_area_mm2: 0.005022
  gp_congestion: 0.9577
  dp_hpwl_mm: 6.730
  io_buffers: 60
floorplan:
  fp.dieH_um: 105.9
  ios: 63
  rows: 37
  initial_utilization_pct: 41.60
  core_mm2: 0.01037
  dieArea_mm2: 0.01120
  fp.dieW_um: 105.9
critical_path:
  path_class: "in -> out"
  r2r_slack_ns: 1.96
  path_max_fanout: 30
  critPathCaptureType: "output port"
  start_kind: "input port"
  r2r-end: "in_cmd_addr[12]"
  crit_arrival_ns: 2.58
  r2r_start: "in_byte_count[0]"
  r2r_cells: 7
  crit_required_ns: 3.76
clocking:
  post-cts-setup-buffer-count: 0
  clock-sinks: 92
  ctsResizeCount: 0
  hold_buffers: 0
  cts.reportedPaths.clkPinSlew_ns: 0.09
  cts_tree: "done"
global_route:
  grt_max_degree: 31
  antenna_found_initial: 0
  globalRouteTotalUtil_pct: 18.57
  grt_remaining_overflow: 0
  grt_pass1_vias: 3001
  grt_first_pass_wirelength_mm: 15.29
==> routing by layer <==
layer | global-route usage [%] | up-vias
li1 | - | 1562
met1 | 31.86 | 1510
met2 | 26.61 | 114
met3 | 3.407 | 14
met4 | 3.175 | 0
met5 | 0 | -
==> area by class of cell <==
class,instances,area [um^2]
multi-input combinational,254,1682
sequential,92,2472
clock inverter,6,50.05
timing repair buffer,66,645.6
fill,916,5104
tap,136,170.2
clock buffer,14,193.9
inverter,14,52.55
==> how the worst max path moves through the flow <==
stage       start  endpoint  depth (start not counted)
4_1_cts   dev_rst       rst                          4
5_1_grt   dev_rst       rst                          4
6_report  dev_rst       rst                          4
==> cell usage in the layout, fill, tap and decap left out, types with 5 or more instances in the layout <==
| cell | Yosys | layout |
|---|---|---|
| nand3_1 | 18 | 18 |
| dfxtp_1 | 29 | 29 |
| nor2_1 | 30 | 30 |
| mux2_2 | 9 | 9 |
| clkbuf_8 | 1 | 12 |
| clkdlybuf4s50_1 | 0 | 60 |
| edfxtp_1 | 63 | 63 |
| nand2b_1 | 6 | 6 |
| a21oi_1 | 22 | 22 |
| nand2_1 | 25 | 25 |
| a31oi_1 | 6 | 6 |
| xnor2_1 | 9 | 9 |
| nor3_1 | 10 | 10 |
| nor4_1 | 8 | 8 |
| a211oi_1 | 5 | 5 |
| ha_1 | 5 | 5 |
| and2_1 | 5 | 5 |
| buf_4 | 3 | 6 |
| mux2i_1 | 8 | 8 |
| inv_1 | 13 | 13 |
| o21ai_0 | 11 | 11 |
==> power breakdown <==
group	leakage (uW)	switching, uW	internal [uW]	total [uW]
sequential	0.000805	21.2	881	902
clock	0.000123	304	291	595
combinational	0.000793	53.9	57.3	111
==> cells by family after synthesis <==
group | synth area share (%)
AND/OR/NAND/NOR | 18.24
flip-flops | 57.31
AND-OR/OR-AND | 12.85
buffers and inverters | 3.712
multiplexers | 4.205
XOR/XNOR | 2.233
adder cells (fa/ha/maj) | 1.450
==> stage by stage <==
step / std cells / setup slack (ns) / hold slack (ns)
global placement: 562 / 1.159 / 0.3118
finish: 582 / 1.180 / 0.2184
floorplan: 380 / 1.921 / 0.3096
CTS: 582 / 1.168 / 0.2079
global route: 582 / 1.100 / 0.2128
detailed placement: 562 / 1.176 / 0.3128
==> critical path, cell delays in order <==
cell             delay, ns
clkdlybuf4s50_1       0.45
buf_4                 0.30
clkinv_1              0.37
clkdlybuf4s50_1       0.51
Power figures rest on the tool's default switching activity, not on a simulated workload.
