$ cat /design/flow/constraint.sdc
current_design i8080_memory

set clk_period 3.2
set clk_io_pct 0.2

create_clock -name clk0 -period $clk_period [get_ports {clk}]

set non_clock_inputs [all_inputs -no_clocks]
set_input_delay [expr $clk_period * $clk_io_pct] -clock clk0 $non_clock_inputs
set_output_delay [expr $clk_period * $clk_io_pct] -clock clk0 [all_outputs]
$ cat /design/flow/config.mk
export PLATFORM = sky130hd
export DESIGN_NAME = i8080_memory
export DESIGN_NICKNAME = i8080_memory
export VERILOG_FILES = /design/flow/design.v
export SDC_FILE = /design/flow/constraint.sdc
export NUM_CORES = 4
export LEC_CHECK = 1
export CORE_UTILIZATION = 40
$ cat /design/flow/run.sh
#!/bin/bash
# OpenROAD 26Q1-2900-gdf79404cd8, Yosys 0.63+post, stock flow scripts
make -C /OpenROAD-flow-scripts/flow DESIGN_CONFIG=/design/flow/config.mk WORK_HOME=/design/flow/orfs finish
$ cat /design/flow/design.v
module i8080_memory( 
    input wire clk,
    input wire rst,
    inout  wire [7:0]  i8080_data,
    input  wire [15:0] i8080_addr,
    input  wire        i8080_sync,
    input  wire        i8080_dbin,
    input  wire        i8080_wr,
    input  wire        i8080_clk2,
    input  wire        sram_valid,
    input  wire [7:0]  sram_datain,
    input  wire        sram_busy,
    output reg         sram_read,
    output reg         sram_write,
    output wire [15:0] sram_addr,
    output wire [7:0]  sram_dataout,
    output reg         sram_req,
    output reg         output_valid,
    output reg [7:0]   output_data,
    output reg         tst0
);
    localparam STATE_IDLE                       = 4'b0000;
    localparam STATE_WAIT_STATUS                = 4'b0001;
    localparam STATE_READ_SRAM                  = 4'b0010;
    localparam STATE_LATCH_SRAM_DATA            = 4'b0011;
    localparam STATE_SEND_DATA_TO_CPU           = 4'b0100;
    localparam STATE_FREE_DATA_BUS              = 4'b0101;
    localparam STATE_LATCH_DATA_TO_WRITE        = 4'b0110;
    localparam STATE_WRITE_DATA_START           = 4'b0111;
    localparam STATE_WRITE_DATA_FINISH          = 4'b1000;
    localparam STATE_OUTPUT_DATA_START          = 4'b1001;
    localparam STATE_OUTPUT_DATA_FINISH         = 4'b1010;
    localparam STATE_CHECK_STATUS               = 4'b1011;
    reg [3:0]  state;
    reg [7:0]  sram_data_latched;
    reg [15:0] i8080_addr_latched;
    reg [7:0]  i8080_data_latched;
    reg [7:0]  i8080_status_latched;
    reg        data_output_enable;
    reg [39:0] clocks;
    assign i8080_data = data_output_enable ? sram_data_latched : 8'bZ;
    assign sram_addr = i8080_addr_latched;
    assign sram_dataout = i8080_data_latched;
    reg clk2_sync;
    always @(posedge clk) begin
        clk2_sync <= i8080_clk2;
    end
    reg i8080_sync_1tick_before, i8080_sync_2tick_before;
    reg i8080_dbin_sync0, i8080_dbin_sync1;
    reg i8080_wr_sync0, i8080_wr_sync1;
    always @(posedge clk or posedge rst) begin
        if (rst) begin
            i8080_sync_1tick_before <= 0;
            i8080_sync_2tick_before <= 0;
            i8080_dbin_sync0 <= 0;
            i8080_dbin_sync1 <= 0;
            i8080_wr_sync0 <= 0;
            i8080_wr_sync1 <= 0;
        end else begin
            i8080_sync_1tick_before <= i8080_sync; 
            i8080_sync_2tick_before <= i8080_sync_1tick_before;
            i8080_dbin_sync0 <= i8080_dbin; 
            i8080_dbin_sync1 <= i8080_dbin_sync0;
            i8080_wr_sync0 <= i8080_wr; 
            i8080_wr_sync1 <= i8080_wr_sync0;
        end
    end
    wire i8080_sync_rise = i8080_sync_1tick_before && !i8080_sync_2tick_before;
    wire i8080_clk2_rise = i8080_clk2 && !clk2_sync;
    always @(posedge clk or posedge rst) begin
        if (rst)
            clocks <= 0;
        else if (i8080_clk2_rise)
            clocks <= clocks + 1;
    end
    always @(posedge clk or posedge rst) begin
        if (rst) begin
            state <= STATE_IDLE;
            output_valid <= 0;
            data_output_enable <= 0;
        end
        else
            case (state)
                STATE_IDLE: begin
                    if (i8080_sync_rise)
                        state <= STATE_WAIT_STATUS;
                end
                STATE_WAIT_STATUS: begin
                    if (!clk2_sync) begin
                        i8080_status_latched <= i8080_data;
                        i8080_addr_latched <= i8080_addr;
                        state <= STATE_CHECK_STATUS;
                    end
                end
                STATE_CHECK_STATUS: begin
                    if (i8080_status_latched[3] == 1)  
                        state <= STATE_IDLE;
                    else if (i8080_status_latched[7] == 1)  
                        state <= STATE_READ_SRAM;
                    else if (i8080_status_latched[1] == 0)  
                        state <= STATE_LATCH_DATA_TO_WRITE;
                    else
                        state <= STATE_IDLE;
                end
                STATE_READ_SRAM: begin
                    if (i8080_addr_latched == 16'hF880 || i8080_addr_latched == 16'hF881 || i8080_addr_latched == 16'hF882 || i8080_addr_latched == 16'hF883 || i8080_addr_latched == 16'hF884) begin
                        state <= STATE_LATCH_SRAM_DATA;
                    end else if (sram_busy == 0) begin
                        sram_read <= 1;
                        sram_req <= 1;
                        sram_write <= 0;
                        state <= STATE_LATCH_SRAM_DATA;
                    end   
                end
                STATE_LATCH_SRAM_DATA: begin
                    case (i8080_addr_latched)
                        16'hF880: begin
                            sram_data_latched <= clocks[7:0];
                            state <= STATE_SEND_DATA_TO_CPU;
                        end
                        16'hF881: begin
                            sram_data_latched <= clocks[15:8];
                            state <= STATE_SEND_DATA_TO_CPU;
                        end
                        16'hF882: begin
                            sram_data_latched <= clocks[23:16];
                            state <= STATE_SEND_DATA_TO_CPU;
                        end
                        16'hF883: begin
                            sram_data_latched <= clocks[31:24];
                            state <= STATE_SEND_DATA_TO_CPU;
                        end
                        16'hF884: begin
                            sram_data_latched <= clocks[39:32];
                            state <= STATE_SEND_DATA_TO_CPU;
                        end
                        default:
                            if (sram_busy == 0 && sram_valid == 1) begin
                                sram_read <= 0;
                                sram_req <= 0;
                                sram_data_latched <= sram_datain;
                                state <= STATE_SEND_DATA_TO_CPU;
                            end  
                    endcase   
                end
                STATE_SEND_DATA_TO_CPU: begin
                    if (i8080_dbin_sync1) begin
                        data_output_enable <= 1;
                        state <= STATE_FREE_DATA_BUS;
                    end
                end
                STATE_FREE_DATA_BUS: begin
                    if (!i8080_dbin_sync1) begin
                        data_output_enable <= 0;
                        state <= STATE_IDLE;
                    end
                end
                STATE_LATCH_DATA_TO_WRITE: begin
                    if (!i8080_wr_sync1) begin
                        i8080_data_latched <= i8080_data;
                        state <= i8080_status_latched[4] == 1 ? STATE_OUTPUT_DATA_START : STATE_WRITE_DATA_START;
                    end
                end
                STATE_WRITE_DATA_START: begin
                    if (sram_busy == 0) begin
                        sram_req <= 1;
                        sram_read <= 0;
                        sram_write <= 1;
                        state <= STATE_WRITE_DATA_FINISH;
                    end
                end
                STATE_WRITE_DATA_FINISH: begin
                    sram_write <= 0;
                    sram_req <= 0;
                    state <= STATE_IDLE;
                end
                STATE_OUTPUT_DATA_START: begin
                    output_valid <= 1;
                    output_data <= i8080_data_latched;
                    state <= STATE_OUTPUT_DATA_FINISH;
                end
                STATE_OUTPUT_DATA_FINISH: begin
                    output_valid <= 0;
                    state <= STATE_IDLE;
                end
            endcase
    end
endmodule
==> changes_impl.md <==
### Implementation results

- Finished Layout Cells: 592
- Post-synth top area cell: dfrtp_1
- CTS tree: built
- Post-Route WL: 9.40 mm
- Largest net degree at the start of global routing: 60
- Period utilization: 76.4%
- Vias in the first global route: 2,991
- Routability cong.: 0.886
- Most frequent logic cell in the layout: clkdlybuf4s50_1
- First-pass DRT Iterations: 4
- DR WL/cell: 15.9 um
- Status: finished clean
- Latency at later pin: 0.37 ns
- Yosys Warn Count: 3
- Clk sink count: 107
- Rel. slew slack: 45.1%
- Number of I/O port buffers: 67
- Final Setup Violations: 0
- CTS buffer count: 9
- Final Hold Vio Count: 0
- Die W: 108 um
- Dpl ws: 0.355 ns
- Unique cell types: 43
- Pwr per Cell Area: 469 nW/um2
- P_leak: 2.20 nW
- Placed Cells: 576
- Die Span Y: 108 um
- Critical path class: in2reg
- Root buffer cell: clkbuf_8
- Avg Cell Area, Syn: 12.1 um2
- Post-CTS Setup Inserts: 0
- Max-Cap Viols: 0
- Post-cts resize count: 0
- All-Layer GR Usage: 18.4%
- Min Clock Period, post-route: 2.44 ns
- Synth top area share: 32.3%
- Total grt overflow: 0
- Via density: 5.07
- Measured slew at the worst slew-check pin: 0.803 ns
- Syn Inst Count: 372
- Layout cells sized above 1: 7.52%
- Startpoint Class: input port
- Clock Skews: 0.0101 ns
- Slew Limit Fails: 0
- Largest fanout on the critical path: 9
- Log Warnings: 49
- Area of the mapped netlist: 4490 um2
- RSZ-0062 raised after global routing: no
- Post-DP HPWL: 7.01 mm
- Starting DRC count in detailed routing: 155
- HP Class: reg2reg
- Critical Path Sink Type: flop
- Max Clock Freq: 0.409 GHz
- Post-synth area hogs: dfrtp_1, edfxtp_1, xnor2_1, nor2_1, nand2_1
- Pwr Total: 2.60 mW
- Ant. Diodes: 0
- Chip area line of the yosys report: 4490 um2
- Util after Layout: 50.9%
- Worst VDD drop: 0.271 mV
- Remaining antenna violation count after routing: 0
- Drt drc: 0
- Hold Buf Count CTS: 0
- Setup_tns: 0 ns
- Synth Seq Share: 64.8%
- Final setup margin: 0.756 ns
- Synth-to-Final Area Change: 23.5%
- Worst EP arrival: 2.70 ns
- Num rows: 38
- Clk pin slew, worst setup/hold paths: 0.10 ns
- Area post-placement: 5340 um2
- Fin area: 5540 um2
- Vias: 3,004
- Number of flops mapped to enable cells by yosys: 47
- H-tree levels: 3
- Antenna violations before repair: 0
- Synth Flop Type: dfrtp_1
- Yosys cell count: 372
- Final hold slack: 0.365 ns
- Core area: 10,900 um2
- FP Util: 41.2%
- Io pins: 77
- Die area: 11,600 um2
- CTS Buffer Depth: 2
- Synth async-reset ratio: 55.1%
- Worst path required time: 3.46 ns
- Top Layout Cells: clkdlybuf4s50_1, dfrtp_1, nor2_1
- Ys flops: 107
- Global-route wire length before repair: 15.4 mm
-- final cells by class --
cell class	count	area [um2]
fill	956	5350
sequential	107	2910
tap	140	175
clock inverter	7	77.6
timing repair buffer	73	716
inverter	13	48.8
clock buffer	9	124
multi-input combinational	243	1490
-- power by group --
| group | switching, mW | internal [mW] | total (mW) |
|---|---|---|---|
| Clock | 0.509 | 0.310 | 0.819 |
| Sequential | 0.0772 | 1.51 | 1.58 |
| Combinational | 0.0843 | 0.112 | 0.196 |
| Total | 0.670 | 1.93 | 2.60 |
-- metal layers --
| layer | up-vias | GRT usage, % | wire, um |
|---|---|---|---|
| met2 | 96 | 27.2 | 4320 |
| met3 | 6 | 3.83 | 557 |
| met5 | - | 0 | 0 |
| met4 | 0 | 2.84 | 122 |
| li1 | 1451 | - | - |
| met1 | 1451 | 30.7 | 4410 |
-- critical path: stages --
cell and delay [ns]:
clkdlybuf4s50_1 0.48, nor2b_1 0.22, and4_1 0.42, nand4_4 0.21, or4_4 0.59, xnor2_2 0.14
-- sequential cells by signal, summed over array words and instances (netlist names) --
register / flops
clocks: 40
i8080_addr_latched: 16
state: 12
i8080_data: 8
i8080_data_latched: 8
output_data: 8
i8080_status_latched: 4
clk2_sync: 1
i8080_dbin_sync0: 1
i8080_dbin_sync1: 1
i8080_sync_1tick_before: 1
i8080_sync_2tick_before: 1
i8080_wr_sync0: 1
i8080_wr_sync1: 1
output_valid: 1
sram_read: 1
sram_req: 1
sram_write: 1
-- cell usage after synthesis (9+ instances only) --
cell type / count
nand4_1: 9
dfrtp_1: 58
inv_1: 13
xnor2_1: 21
nor2_1: 48
nand3_1: 11
o21ai_0: 14
edfxtp_1: 47
a2111oi_0: 10
nand2_1: 42
xor2_1: 17
nor3_1: 13
-- cells by family after synthesis --
group | share of synthesized area [%]
XOR/XNOR | 7.78
flip-flops | 64.8
adder cells (fa/ha/maj) | 0.279
AND/OR/NAND/NOR | 17.7
multiplexers | 2.04
buffers and inverters | 1.95
AND-OR/OR-AND | 5.38
other | 0.0836
-- path summary, 6_finish.rpt --
kind	start	end	slack, ns	cells after the start
max reg2reg	i8080_addr_latched[0]	i8080_data[2]	0.77	5
min	i8080_dbin_sync0	i8080_dbin_sync1	0.36	0
min in group asynchronous	rst	state[10]	1.04	3
max	i8080_clk2	clocks[29]	0.76	6
min reg2reg	i8080_dbin_sync0	i8080_dbin_sync1	0.36	0
max in group asynchronous	rst	clocks[38]	1.66	3
No activity file was given, so power comes from the tool's default toggle rates.
